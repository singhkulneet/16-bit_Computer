==> flow/design.v <==
module alu_controller_iceqman(clock, reset, button, data, enAlu, enMul, opcode_o, opA_o, opB_o, state);
    input  clock, reset, button;
    input [7:0] data;
    output enAlu, enMul;
    output [3:0] opcode_o;
    output [7:0] opA_o, opB_o;
    output [3:0] state;
    parameter   INIT = 4'b0000, OPCODE = 4'b0001, OnlyA = 4'b0010, AndB1 = 4'b0011, 
                AndB2 = 4'b0100, RESULT = 4'b0101, MULT0 = 4'b0110, MULT1 = 4'b0111,
                MULT2 = 4'b0111, MULT3 = 4'b0111, MULT4 = 4'b0111, MULT5 = 4'b0111,
                MULT6 = 4'b0111, MULT7 = 4'b0111, MULT8 = 4'b0111;
    reg [3:0] state, next_state;
    reg enAlu, enMul;
    reg [7:0] opA, opB, opA_o, opB_o;
    reg [3:0] opcode, opcode_o;
    initial begin 
        state <= INIT;
    end
    always@(posedge clock or negedge reset) begin
        if(~reset)
            state <= INIT;
        else
            state <= next_state;
    end
    always@(button or state) begin
        case(state)
            INIT: 
            begin
                opcode = 4'hx;
                opB = 8'hxx;
                opA = 8'hxx;
                next_state = OPCODE;
            end
            OPCODE: 
            begin
                if(button) begin
                    opcode = data[3:0];
                    if(opcode == 4'd4 || opcode == 4'd7) begin 
                        next_state = OnlyA;
                    end
                    else if(opcode == 4'd12) begin
                        next_state = MULT0;
                    end
                    else begin 
                        next_state = AndB1;
                    end
                end
            end
            AndB1: 
            begin
                if(button) begin
                    opA = data[7:0];
                    next_state = AndB2;
                end
            end
            AndB2: 
            begin
                if(button) begin
                    opB = data[7:0];
                    next_state = RESULT;
                end
            end
            OnlyA: 
            begin
                if(button) begin
                    opA = data[7:0];
                    next_state = RESULT;
                end
            end
            RESULT: 
            begin
                next_state = OPCODE;
            end
            MULT0: 
            begin
                if(button) begin
                    opA = data[7:0];
                    next_state = MULT1;
                end
            end
            MULT1: 
            begin
                if(button) begin
                    opA = data[7:0];
                    next_state = MULT2;
                end
            end
            MULT2: 
            begin
                if(button) begin
                    opA = data[7:0];
                    next_state = MULT3;
                end
            end
            MULT3: 
            begin
                if(button) begin
                    opA = data[7:0];
                    next_state = MULT4;
                end
            end
            MULT4: 
            begin
                if(button) begin
                    opA = data[7:0];
                    next_state = MULT5;
                end
            end
            MULT5: 
            begin
                if(button) begin
                    opA = data[7:0];
                    next_state = MULT6;
                end
            end
            MULT6: 
            begin
                if(button) begin
                    opA = data[7:0];
                    next_state = MULT3;
                end
            end
            MULT7: 
            begin
                if(button) begin
                    opA = data[7:0];
                    next_state = MULT8;
                end
            end
            MULT8: 
            begin
                if(button) begin
                    opA = data[7:0];
                    next_state = OPCODE;
                end
            end
            default:   next_state = 3'bxxx;
        endcase
    end
    always @(state) begin
        case(state)
            INIT: 
            begin 
                enAlu = 1'b0;
                enMul = 1'b0;
                opcode_o = 4'bxxxx;
                opA_o = 8'bxxxxxxxx;
                opB_o = 8'bxxxxxxxx;
            end
            OPCODE: 
            begin 
                enAlu = 1'b0;
                enMul = 1'b0;
                opcode_o = 4'bxxxx;
                opA_o = 8'bxxxxxxxx;
                opB_o = 8'bxxxxxxxx;
            end
            OnlyA: 
            begin 
                enAlu = 1'b0;
                enMul = 1'b0;
                opcode_o = opcode;
                opA_o = opA;
                opB_o = 8'bxxxxxxxx;
            end
            AndB1: 
            begin 
                enAlu = 1'b0;
                enMul = 1'b0;
                opcode_o = 4'bxxxx;
                opA_o = 8'bxxxxxxxx;
                opB_o = 8'bxxxxxxxx;
            end
            AndB2: 
            begin 
                enAlu = 1'b0;
                enMul = 1'b0;
                opcode_o = 4'bxxxx;
                opA_o = 8'bxxxxxxxx;
                opB_o = 8'bxxxxxxxx;
            end
            RESULT: 
            begin 
                enAlu = 1'b1;
                enMul = 1'b0;
                opcode_o = opcode;
                opA_o = opA;
                opB_o = opB;
            end
            default: 
            begin 
                enAlu = 1'b0;
                enMul = 1'b1;
                opcode_o = 4'bxxxx;
                opA_o = opA;
                opB_o = 8'bxxxxxxxx;
            end
        endcase
    end
endmodule
==> flow/run.sh <==
#!/bin/bash
# OpenROAD 26Q1-2900-gdf79404cd8, Yosys 0.63+post, stock flow scripts
make -C /OpenROAD-flow-scripts/flow DESIGN_CONFIG=/design/flow/config.mk WORK_HOME=/design/flow/orfs finish
==> flow/config.mk <==
export PLATFORM = sky130hd
export DESIGN_NAME = alu_controller_iceqman
export DESIGN_NICKNAME = alu_controller_iceqman
export VERILOG_FILES = /design/flow/design.v
export SDC_FILE = /design/flow/constraint.sdc
export NUM_CORES = 4
export LEC_CHECK = 1
export CORE_AREA = 10 10 74 74
export DIE_AREA = 0 0 84 84
==> flow/constraint.sdc <==
current_design alu_controller_iceqman

set clk_period 1.7
set clk_io_pct 0.2

create_clock -name clk0 -period $clk_period [get_ports {clock}]

set non_clock_inputs [all_inputs -no_clocks]
set_input_delay [expr $clk_period * $clk_io_pct] -clock clk0 $non_clock_inputs
set_output_delay [expr $clk_period * $clk_io_pct] -clock clk0 [all_outputs]
==> summary.txt <==
The synthesis and place-and-route flow finished, so here is a summary.

The run finished with clean final reports. STA reports the tightest min-delay check as being of type primary input to async pin. The number of endpoints failing setup at the final stage came out at 0.

Entering global routing, the biggest net connects 9 pins. The initial cell density of the core is 13.74%. The library cell used as clock root buffer is clkbuf_8. In this run the worst setup path terminates at enAlu. The number of vias after detailed routing came out at 467. The flop and latch count out of synthesis came out at 26. The weighted congestion reported at the end of routability-driven placement is 0.7631. The portion of synthesized cell area occupied by the leading cell type is 63.30%.

The initial DRC count came out at 3. The number of CTS-inserted buffers came out at 3. The number of rows created at floorplan is 23.

The worst-case vdd ir drop is 0.2000 mV. The number of register pins that no clock reaches is 23. Looking at the clock tree report, the maximum root-to-sink buffer count equals 2.

The worst endpoint data arrival time came out at 1.29 ns. The upper clock frequency limit is 0.6133 GHz. The critical-path maximum fanout came out at 5. For this block, the routed nets add up to 1713 microns of wire.

The chip area line of the yosys report came out at 545.5 sq um. Per the final timing report, the hold violations number 0. The start point of the critical path is state[1]. The startpoint kind of the worst setup timing path is a register.

TritonCTS built the clock tree. The fraction of registers with async set/reset came out at 11.54%. Dividing the detail-routed via count by the number of cells gives around 3.4. The number of instances in the synthesized netlist is ~47.

Nets still carrying antenna violations after routing amount to 0. The commonest cells after synthesis are 23 x dlxtn_1, 3 x dfrtp_1, 3 x inv_1.

The aggregate global-route resource usage came out at 4.667%. Yosys stat counts 47 cells in the synthesized netlist. Per the detail_route report, routed wire per instance is roughly 12 microns. The overall die width came out at 84 microns.

The endpoint required time on the critical path came out at 1.36 ns. Setup repair after global routing left no endpoint under its margin. The max capacitance violation total came out at 0. During placement, the flow inserted port buffers numbering 35. The cell with the most instances after synthesis is dlxtn_1. The final critical path time including I/O delays and setup is 1.631 ns.

By area the synthesized netlist is led by dlxtn_1 63%, dfrtp_1 14%, o211ai_1 2.8%. The number of different library cells in the post-synthesis netlist came out at 18. The dominant register cell in the synthesized netlist is dlxtn_1. The synthesized area is 545.5 sq um. The type of the setup path with the least slack is register to output pin. The number of iterations in the first detailed-routing pass came out at 3.

The number of warning messages in the logs came out at 25. The number of warnings reported in the yosys synthesis log is 1. The fraction of the cycle the final worst path needs is a little over nine tenths. The overall die height is 84 microns. The cell area power density came out at 396.6 nW/um^2.

The number of synthesized flops with an enable pin is 0. After clock tree synthesis, the clock-pin slew on the worst setup and hold paths is roughly 0.030 ns. The placeable core region came out at 3971 sq um. The full die area is 7056 sq um. Including well taps, the total number of placed cells is 132. In this run the mean area of a mapped cell was 11.61 sq um. The number of primary I/O pins is 37.

The overall overflow remaining after global route came out at 0. The residual DRC count came out at 0. The via count of the first global-routing pass came out at 523.

The first global-routing pass estimated 2697 microns of wire. The transition at the pin with the smallest max-transition slack is roughly 0.6 ns. The worst setup path is captured at an output pin.

The static leakage came out at 0.4419 nW. The number of antenna violations at the first check in global routing is 0. The number of non-filler instances in the completed layout came out at 138. The count of endpoints without a timing constraint came out at between 40 and 50. The H-tree level count is 1.

The final max-slew violation count came out at 0. The headroom to the max-slew limit is 60.05%. The number of antenna cells inserted is 0.

The layout cell share with drive strength beyond 1 came out at a little under a tenth. The aggregate negative setup slack is 0 ns. The signed area change from the synthesized netlist to the final layout came out at 87.84%. The largest total area in the synthesized netlist belongs to dlxtn_1.
where the power goes:
part / switching (mW) / internal [mW] / total (mW)
Sequential: 0.00591 / 0.109 / 0.115
Combinational: 0.0230 / 0.0615 / 0.0845
Clock: 0.0473 / 0.160 / 0.207
Total: 0.0761 / 0.330 / 0.406
timing repair:
action                                  4_1_cts  5_1_grt
buffers inserted                              2        0
gates cloned                                  0        0
gates resized                                 1        1
hold buffers                                  0        0
endpoints found under the setup margin        1        1
per-layer routing:
layer	global-route usage, %	routed length, microns	up-vias
met5	0	0	-
met4	1.979	34	0
met3	2.953	262	4
met2	6.760	667	28
met1	5.332	750	200
li1	-	-	235
through the flow:
step           total power, mW  hold WS (ns)  cell area (sq um)  setup WS [ns]  utilization [%]
2_1_floorplan           0.1217       0.04441              545.5         0.7996                -
3_3_place_gp            0.2006        0.5330              958.4         0.2353            24.13
3_5_place_dp            0.2014        0.5369              958.4         0.2167            24.13
4_1_cts                 0.4169        0.3064               1020        0.02670            25.68
5_1_grt                 0.4291        0.3133               1025        0.01373            25.80
6_report                0.4065        0.3060               1025        0.06940            25.80
worst min path at each step:
stage                 start  cells after the start  slack, ns       end
final                 reset                      1       0.31  state[2]
after global routing  reset                      1       0.31  state[2]
after CTS             reset                      1       0.31  state[2]
critical path, cell delays in order, from the launching register on:
cell	delay [ns]
dfrtp_2	0.43
nor3_2	0.15
clkdlybuf4s50_1	0.49
flip-flops by register name, summed over array words and instances (netlist names):
| register | cells |
|---|---|
| opB | 8 |
| next_state | 3 |
| opA | 8 |
| state | 3 |
| opcode | 4 |
kinds of logic (layout without fill, tap and decap cells):
family | Yosys count | in the layout | synth area share [%]
buffers and inverters | 4 | 45 | 3.441
latches | 23 | 23 | 63.30
AOI/OAI and AO/OA | 7 | 7 | 9.633
and+or+nand+nor | 9 | 9 | 9.175
DFF | 3 | 3 | 13.76
other | 1 | 1 | 0.6874
placed cells by master (no fill, tap or decap), types with 2 or more instances in the layout:
| cell type | Yosys | final |
|---|---|---|
| clkdlybuf4s50_1 | 0 | 35 |
| buf_4 | 1 | 3 |
| clkbuf_8 | 0 | 3 |
| inv_1 | 3 | 3 |
| o211ai_1 | 2 | 2 |
| nand2b_1 | 2 | 2 |
| dlxtn_1 | 23 | 23 |
| dfrtp_1 | 3 | 2 |
layout make-up:
class | count | area (sq um)
Timing Repair Buffer | 38 | 372.9
Fill cell | 414 | 2947
Sequential cell | 26 | 421.7
Multi-Input combinational cell | 17 | 111.4
Clock buffer | 4 | 45.04
Tap cell | 50 | 62.56
Inverter | 3 | 11.26
Power figures rest on the tool's default switching activity, not on a simulated workload.
