[flow/constraint.sdc]
current_design proc7segdecoder_iceqman

set clk_period 2.0
set clk_io_pct 0.2

create_clock -name clk0 -period $clk_period

set non_clock_inputs [all_inputs -no_clocks]
set_input_delay [expr $clk_period * $clk_io_pct] -clock clk0 $non_clock_inputs
set_output_delay [expr $clk_period * $clk_io_pct] -clock clk0 [all_outputs]
[flow/design.v]
module proc7segdecoder_iceqman(hex_digit, hex_display);
    input   [3:0] hex_digit;
    output  [6:0] hex_display;
    reg     [6:0] hex_display;
    always@(hex_digit) begin
        case(hex_digit)
            4'b0000:    hex_display = 7'b1000000;  
            4'b0001:    hex_display = 7'b1111001;  
            4'b0010:    hex_display = 7'b0100100;  
            4'b0011:    hex_display = 7'b0110000;  
            4'b0100:    hex_display = 7'b0011001;  
            4'b0101:    hex_display = 7'b0010010;  
            4'b0110:    hex_display = 7'b0000010;  
            4'b0111:    hex_display = 7'b1111000;  
            4'b1000:    hex_display = 7'b0000000;  
            4'b1001:    hex_display = 7'b0010000;  
            4'b1010:    hex_display = 7'b0001000;  
            4'b1011:    hex_display = 7'b0000011;  
            4'b1100:    hex_display = 7'b1000110;  
            4'b1101:    hex_display = 7'b0100001;  
            4'b1110:    hex_display = 7'b0000110;  
            4'b1111:    hex_display = 7'b0001110;  
        endcase
    end
endmodule
[flow/config.mk]
export PLATFORM = sky130hd
export DESIGN_NAME = proc7segdecoder_iceqman
export DESIGN_NICKNAME = proc7segdecoder_iceqman
export VERILOG_FILES = /design/flow/design.v
export SDC_FILE = /design/flow/constraint.sdc
export NUM_CORES = 4
export LEC_CHECK = 1
export CORE_AREA = 10 10 70 70
export DIE_AREA = 0 0 80 80
[flow/run.sh]
#!/bin/bash
# OpenROAD 26Q1-2900-gdf79404cd8, Yosys 0.63+post, stock flow scripts
make -C /OpenROAD-flow-scripts/flow DESIGN_CONFIG=/design/flow/config.mk WORK_HOME=/design/flow/orfs finish
==> out/qor.csv <==
stage;metric;value;unit
run_status;outcome;complete, no violations;
worst_setup_path;crit start category;input port;
flow_run;Log Warnings;39;
sta;Final Max Slew Viols;0;
grt;total gr overflow;0;
grt;Tot GR Track Use;2.38;%
logic_synthesis;Top area cell types;ha_1, mux2i_1, mux4_1;
placed_design;Final Wtd Congestion;0.805;
layout;area added between synthesis and finish;90.5;%
sta;RSZ-0062 raised after global routing;no;
layout;clock buffers;0;
logic_synthesis;Max-area cell share;31.8;%
detailed_routing;DRT iter0 DRCs;4;
layout;share of layout cells above drive strength 1;45.3;%
logic_synthesis;Cell Type Count;15;
floorplan;chip width;80;um
detailed_routing;vias per cell;2.90;
logic_synthesis;synth warn;1;
worst_setup_path;crit path kind;in -> out;
floorplan;core footprint;3420;sq um
layout;most frequent cells in the layout;buf_4, dlygate4sd2_1, mux2i_1, nor2_1, ha_1;
worst_setup_path;worst path required time;1.60;ns
grt;vias in the first global route;287;
placed_design;pre-CTS WS;-0.708;ns
worst_setup_path;endpoint type of the worst setup path;primary output;
logic_synthesis;top cell type by total area after synthesis;ha_1;
sta;worst setup margin;0.0711;ns
detailed_routing;via count;287;
floorplan;I/O Pins;11;
layout;Flop area;0;sq um
floorplan;DIE AREA;6400;sq um
grt;initial antenna violation count;0;
detailed_routing;DRC errors left;0;
logic_synthesis;Avg Cell Area, Syn;8.60;sq um
detailed_routing;post-route ant nets;0;
sta;final setup fails;0;
layout;post-layout util;15.3;%
worst_setup_path;CP arrival;1.53;ns
layout;flop count;0;
detailed_routing;WL final;777;um
floorplan;Core Util at FP;8.06;%
sta;final worst path period share;96.4;%
logic_synthesis;Gate Count Post-Synth;32;
sta;fmax;518;MHz
grt;largest net degree at the start of global routing;7;
floorplan;die height;80;um
sta;fin crit period;1.93;ns
worst_hold_path;type of the tightest min-delay check;in -> out;
flow_run;max-cap violations;0;
layout;most numerous logic cell after layout;buf_4;
logic_synthesis;yosys synthesis chip area;275;sq um
placed_design;Port Buffers;11;
sta;Hold Fails Final Rpt;0;
logic_synthesis;yosys stat cell total;32;
power;Static Leak;0.260;nW
worst_setup_path;crit-path max FO;5;
sta;Tightest Pin Transition;0.147;ns
floorplan;Row Count;21;
logic_synthesis;Synth Seq Share;0;%
placed_design;HPWL after DPL;621;um
logic_synthesis;Synth Cell Area;275;sq um
power;peak supply drop;0.0209;mV
layout;Logic area;264;sq um
layout;fill count;384;
power;power per cell area;170;nW/um^2
detailed_routing;ANT cells;0;
grt;first-pass GRT wire length;1.32;mm
detailed_routing;Detailed Routing Iterations Pass 1;3;
sta;Max-Slew Margin vs Limit;89.9;%
detailed_routing;WL/cell;7.85;um
stage by stage:
stage	cells	hold WS, ns	TNS (ns)	total power [mW]	cell area, sq um
after global placement	97	1.89	-3.59	0.0911	502
after global routing	99	1.41	0	0.101	524
after CTS	98	1.38	-0.0540	0.0894	515
after floorplan	32	0.900	0	0.0364	275
final	99	1.33	0	0.0892	524
after detailed placement	97	1.88	-3.61	0.0913	502
where the power goes:
part           internal (mW)  total [mW]  switching, mW
Clock                      0           0              0
Sequential                 0           0              0
Combinational         0.0545      0.0892         0.0347
worst paths after layout:
| path | startpoint | endpoint | slack, ns | cells after the start |
|---|---|---|---|---|
| setup / recovery | hex_digit[0] | hex_display[3] | 0.07 | 5 |
| hold / removal | hex_digit[0] | hex_display[4] | 1.33 | 5 |
cell usage after synthesis:
library cell  n
a21oi_1       1
a22o_1        2
a32o_1        1
and2b_2       1
buf_2         1
buf_6         1
ha_1          7
inv_1         3
mux2_2        1
mux2i_1       4
mux4_1        1
nand2_1       1
nor2_1        5
o21ai_0       2
or3b_1        1
metal layers:
metal,vias to the layer above,wire [um],GRT usage (%)
met5,-,0,0
met4,0,0,0
met3,0,67,0.455
met2,6,397,4.65
met1,128,313,2.71
li1,153,-,-
cells by family (layout without fill, tap and decap cells):
group	count (synthesis)	after routing	synth area share [%]
AND/OR/NAND/NOR	8	8	14.5
adder cells (fa/ha/maj)	7	7	31.8
AND-OR/OR-AND	6	6	15.5
multiplexers	6	6	28.2
buffers and inverters	5	26	10.0
repair_timing:
| action | in CTS | in global routing |
|---|---|---|
| gates cloned | 1 | 0 |
| setup endpoints to repair | 7 | 4 |
| hold buffers | 0 | 0 |
| pin swaps | 4 | 3 |
| buffers inserted | 0 | 1 |
| resized | 31 | 4 |
critical path: stages:
cell and delay [ns]:
buf_4 0.13, buf_4 0.15, ha_2 0.20, mux4_2 0.46, clkdlybuf4s15_1 0.19
final cells by class:
cell class                 count  share of cell area (%)
multi-input combinational     27                    50.4
timing repair buffer          23                    36.0
tap                           46                    11.0
inverter                       3                    2.63
Power figures rest on the tool's default switching activity, not on a simulated workload.
