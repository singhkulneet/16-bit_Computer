--- design.v ---
module alu_register_iceqman(clock, reset, enable, enable2, button, ins, ins2, outs);
    input        clock, reset, enable, enable2, button;
    input  [15:0] ins, ins2;
    output [15:0] outs;
    reg [15:00] outs;
    always@(posedge clock or negedge reset) begin
        if(!reset) begin
            outs <= 16'd0;
        end
        else if(enable) begin
            outs <= ins;
        end
		else if(button) begin
            if(enable2) begin
                outs <= ins2;
            end
		end
    end 
endmodule
--- run.sh ---
#!/bin/bash
# OpenROAD 26Q1-2900-gdf79404cd8, Yosys 0.63+post, stock flow scripts
make -C /OpenROAD-flow-scripts/flow DESIGN_CONFIG=/design/flow/config.mk WORK_HOME=/design/flow/orfs finish
--- config.mk ---
export PLATFORM = sky130hd
export DESIGN_NAME = alu_register_iceqman
export DESIGN_NICKNAME = alu_register_iceqman
export VERILOG_FILES = /design/flow/design.v
export SDC_FILE = /design/flow/constraint.sdc
export NUM_CORES = 4
export LEC_CHECK = 1
export CORE_AREA = 10 10 86 86
export DIE_AREA = 0 0 96 96
--- constraint.sdc ---
current_design alu_register_iceqman

set clk_period 1.5
set clk_io_pct 0.2

create_clock -name clk0 -period $clk_period [get_ports {clock}]

set non_clock_inputs [all_inputs -no_clocks]
set_input_delay [expr $clk_period * $clk_io_pct] -clock clk0 $non_clock_inputs
set_output_delay [expr $clk_period * $clk_io_pct] -clock clk0 [all_outputs]
==> results.sh <==
# yosys + openroad results
export IMPL_crit_path_max_fanout=2
export IMPL_largestRegisters="outs x16"
export IMPL_clockBufferDepth=2
export IMPL_cp_startpoint="outs[1]"
export IMPL_ys_types=11
export IMPL_buffer_ports_inserted=52
export IMPL_tritoncts="built"
export IMPL_fp_utilization_pct=17.25
export IMPL_final_cell_mix="51 x sky130_fd_sc_hd__clkdlybuf4s50_1, 16 x sky130_fd_sc_hd__inv_1, 16 x sky130_fd_sc_hd__nand4b_1, 16 x sky130_fd_sc_hd__nand2_1, 16 x sky130_fd_sc_hd__dfrtp_1"
export IMPL_end_kind="output pin"
export IMPL_grt_util_all_layers_pct=6.738
export IMPL_warnings=25
export IMPL_worstSetupPathType="reg -> out"
export IMPL_regToRegEndpoint="outs[0]"
export IMPL_totalNegativeSetupSlack_ns=0
export IMPL_post_drt_wl_per_cell_um=14.50
export IMPL_largest_register="outs"
export IMPL_routabilityCongestion=0.7077
export IMPL_r2r_start="outs[0]"
export IMPL_cpMaxStageDelayCell="sky130_fd_sc_hd__clkdlybuf4s50_1"
export IMPL_seq_area_um2=400.4
export IMPL_clock_insertion_delay_worst_skew_ns=0.25
export IMPL_peakVddDrop_mv=0.4685
export IMPL_postLayoutCoreUtil_pct=28.84
export IMPL_grt_max_degree=49
export IMPL_largest_register_ffs=16
export IMPL_r2r_slack_ns=0.74
export IMPL_post_cts_resize_count=0
export IMPL_type_of_the_most_critical_hold_path="in -> async"
export IMPL_layout_top_cell_excl_fill_tap="sky130_fd_sc_hd__clkdlybuf4s50_1"
export IMPL_synthesis_area_per_instance_um2=10.50
export IMPL_crit_family="buffers and inverters"
export IMPL_outcome="complete, no violations"
export IMPL_initial_antenna_violation_count=0
export IMPL_drv_cap=0
export IMPL_crit_path_largest_cell_delay_ns=0.50
export IMPL_post_cts_setup_buffers=0
export IMPL_pwr_density_cell_nw_per_um2=764.1
export IMPL_slew_violations=0
export IMPL_fmax_mhz=713.7
export IMPL_final_layout_size_suffix_gt1_share_pct=14.18
export IMPL_io_pin_count=53
export IMPL_total_of_flip_flops_plus_latches_after_synthesis=16
export IMPL_layout_filler_cells=599
export IMPL_drt_first_iter_violations=31
export IMPL_period_minus_slack_ns=1.401
export IMPL_avgViaCountPerCell=3.920
export IMPL_yosysChipArea_um2=955.9
export IMPL_maxSlewHeadroom_pct=81.95
export IMPL_postSynthSeqShare_pct=41.88
export IMPL_worst_r2r_path_depth=2
export IMPL_number_of_inserted_diodes=0
export IMPL_routed_wirelength_um=3088
export IMPL_clock_input_transition_at_the_sequential_cells_of_the_worst_setup_and_hold_paths_ns=0.06
export IMPL_ctsRootBufferMaster="sky130_fd_sc_hd__clkbuf_8"
export IMPL_detailed_place_area_um2=1543
export IMPL_chip_area_um2=9216
export IMPL_critPathArrivalTime_ns=1.10
export IMPL_syn_instance_count=91
export IMPL_drt_first_pass_iters=2
export IMPL_timing_critical_path_required_ns=1.20
export IMPL_row_count=27
export IMPL_number_of_endpoints_failing_setup_at_the_final_stage=0
export IMPL_timing_critical_path_from_type="flip-flop"
export IMPL_post_synth_instance_area_um2=955.9
export IMPL_chipWidth_um=96
export IMPL_chipHeight_um=96
export IMPL_core_region_area_um2=5540
export IMPL_tritoncts_num_sinks=16
export IMPL_synthesis_yosys_warnings=1
export IMPL_routed_via_count=835
export IMPL_leakagePower_uw=0.0006270
export IMPL_worst_path_buf_inv=1
export IMPL_comb_area_um2=434.2
export IMPL_dp_hpwl_um=2365
export IMPL_area_growth_pct=67.15
export IMPL_period_used_pct=93.41
export IMPL_drt_drc_violations_left=0
export IMPL_drt_antenna_violating_nets=0
export IMPL_grt_overflow_total=0
export IMPL_ys_cells=91
export IMPL_cts_htree_levels=1
export IMPL_unrepaired_setup_endpoints_after_global_routing="false"
export IMPL_cts_buffers=3
export IMPL_final_cell_area_um2=1598
export IMPL_cts_hold_fix_buffers=0
export IMPL_report_final_hold_viol_count=0
export IMPL_via_count_of_the_first_global_routing_pass=925
export IMPL_timing_clock_skew_ns=0
export IMPL_timing_critical_path_cells="clkdlybuf4s50_1"
export IMPL_worst_pin_slew_ns=0.2707
export IMPL_grt_pass1_wl_um=4871
==> report_power, final <==
part	internal, uW	switching [uW]	total, uW
sequential	476	24.7	500
clock	233	153	385
combinational	221	114	335
==> synthesized netlist by cell type <==
cell type / count / area [um^2]
sky130_fd_sc_hd__buf_6: 2 / 22.52
sky130_fd_sc_hd__buf_2: 7 / 35.03
sky130_fd_sc_hd__nand4b_1: 16 / 140.1
sky130_fd_sc_hd__inv_1: 16 / 60.06
sky130_fd_sc_hd__o311ai_2: 9 / 146.4
sky130_fd_sc_hd__and2_4: 1 / 8.760
sky130_fd_sc_hd__o311ai_1: 6 / 52.55
sky130_fd_sc_hd__dfrtp_1: 16 / 400.4
sky130_fd_sc_hd__o311ai_4: 1 / 26.28
sky130_fd_sc_hd__nand2_1: 16 / 60.06
sky130_fd_sc_hd__clkbuf_1: 1 / 3.750
==> layout make-up <==
| cell class | count | share of cell area, % |
|---|---|---|
| tap | 72 | 5.638 |
| inverter | 16 | 3.759 |
| timing repair buffer | 56 | 34.93 |
| sequential | 16 | 25.06 |
| multi-input combinational | 49 | 27.17 |
| clock buffer | 4 | 3.446 |
==> through the flow <==
stage | setup WS (ns) | cells | hold WS (ns) | power (uW)
2_1_floorplan | 0.4734 | 91 | 0.004409 | 626.8
3_3_place_gp | 0.1478 | 209 | 0.5553 | 852.4
3_5_place_dp | 0.1264 | 209 | 0.5664 | 852.4
4_1_cts | 0.08840 | 213 | 0.3801 | 1248
5_1_grt | 0.03804 | 213 | 0.4030 | 1292
6_report | 0.09889 | 213 | 0.3713 | 1221
==> logic make-up after synthesis <==
logic type / after synthesis / share of synthesized area (%)
AND-OR/OR-AND: 16 / 23.56
buffers and inverters: 26 / 12.70
AND/OR/NAND/NOR: 33 / 21.86
flip-flops: 16 / 41.88
==> routing by layer <==
| metal | vias to the layer above | part of all wire [%] | wire, um | track usage (%) |
|---|---|---|---|---|
| li1 | 430 | - | - | - |
| met5 | - | 0 | 0 | 0 |
| met4 | 0 | 0.49 | 15 | 0.4914 |
| met3 | 2 | 7.1 | 219 | 2.830 |
| met1 | 373 | 47 | 1457 | 8.814 |
| met2 | 30 | 45 | 1395 | 10.65 |
==> worst max path at each step <==
stage	endpoint	slack, ns	depth (start not counted)
final	outs[1]	0.1	1
after global routing	outs[6]	0.04	1
after CTS	outs[3]	0.09	1
Power and IR drop assume default switching activity.
